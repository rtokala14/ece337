[design.v]
module magnitude(
		 input wire [16:0]  in,
		 output wire [15:0] out);
   assign out = (in[16] ==0) ? in[15:0] : ~in[15:0] + 1;
endmodule  
[run.sh]
#!/bin/bash
# OpenROAD 26Q1-2900-gdf79404cd8, Yosys 0.63+post, stock flow scripts
make -C /OpenROAD-flow-scripts/flow DESIGN_CONFIG=/design/flow/config.mk WORK_HOME=/design/flow/orfs finish
[config.mk]
export PLATFORM = sky130hd
export DESIGN_NAME = magnitude
export DESIGN_NICKNAME = magnitude
export VERILOG_FILES = /design/flow/design.v
export SDC_FILE = /design/flow/constraint.sdc
export NUM_CORES = 4
export LEC_CHECK = 1
export CORE_AREA = 10 10 70 70
export DIE_AREA = 0 0 80 80
[constraint.sdc]
current_design magnitude

set clk_period 7.3
set clk_io_pct 0.2

create_clock -name clk0 -period $clk_period

set non_clock_inputs [all_inputs -no_clocks]
set_input_delay [expr $clk_period * $clk_io_pct] -clock clk0 $non_clock_inputs
set_output_delay [expr $clk_period * $clk_io_pct] -clock clk0 [all_outputs]
==> flow_metrics.py <==
# Synthesis and PnR figures
metrics = {
    "critical_path": {
        "cp.arrival_ns": 3.84,
        "required_ns": 5.84,
        "critPathKind": "input pin to output pin",
        "cp-end-kind": "output pin",
        "startpoint_type": "input pin",
        "cp_max_fo": 5,
    },
    "clock_tree": {
        "holdBufCountCts": 0,
        "post_cts_buffers": 0,
        "ctsResizeCount": 0,
    },
    "die": {
        "core_area_sq_um": 3416,
        "die_w_um": 80,
        "initCoreUtil_pct": 9.744,
        "boundaryPins": 33,
        "die_y_um": 80,
        "rows": 21,
        "chipArea_sq_um": 6400,
    },
    "grt": {
        "grt_pass1_vias": 514,
        "grt_overflow": 0,
        "grt.total_usage_pct": 4.572,
        "grt_pass1_wl_mm": 2.428,
        "antenna_found_initial": 0,
        "grt_start_max_net_pins": 17,
    },
    "yosys": {
        "syn_area_sq_um": 332.8,
        "synth_stat.cells": 47,
        "synth.distinct_cells": 16,
        "synth_cells": 47,
        "syn_avg_cell_area_sq_um": 7.081,
        "yosysWarnings": 0,
        "ys_seq_share_pct": 0,
        "ys_chip_area_sq_um": 332.8,
    },
    "timing": {
        "fmax_mhz": 188.7,
        "max_slew_margin_pct": 58.78,
        "slew_viol_final": 0,
        "timing.setup.tns_ns": 0,
        "hold_viol": 0,
        "period_needed_ns": 5.299,
        "period_used_pct": 72.59,
        "final-setup-viol-count": 0,
        "rsz0062_at_grt": "false",
        "worstMarginPinSlew_ns": 0.6118,
    },
    "routing": {
        "vias": 435,
        "antennaDiodeCount": 0,
        "first_pass_iters": 4,
        "drt-initial-drc-count": 26,
        "vias_per_cell": 3.508,
        "ant_nets": 0,
        "wirelength_mm": 1.450,
        "wire_per_inst_um": 11.69,
        "drcViolationCount": 0,
    },
    "finish": {
        "syn_to_final_growth_pct": 113.2,
        "utilization_pct": 20.77,
        "lay_top_cells": "clkdlybuf4s50_1 (33), xnor2_1 (9), nand2_1 (8)",
        "flops": 0,
        "drive_gt1_share_pct": 5.128,
        "regArea_sq_um": 0,
        "lay_top_count": "clkdlybuf4s50_1",
        "nClkBuffers": 0,
    },
    "pwr": {
        "p_sw_share_pct": 31.17,
        "peakVddDrop_mv": 0.01676,
        "seqPwrFrac_pct": 0,
        "p_leak_nw": 0.2395,
        "p_per_area_nw_per_um2": 61.27,
        "finalPower_uw": 43.47,
        "p_sw_uw": 13.55,
        "p_comb_share_pct": 100.0,
        "internal-power_uw": 29.92,
        "pwr-share-clk_pct": 0,
    },
    "run_status": {
        "status": "finished, final reports clean",
    },
    "placement": {
        "place_hpwl_mm": 1.279,
        "place_congestion": 0.7953,
        "port_buffers": 33,
    },
    "flow_run": {
        "warnings": 32,
        "drv_cap": 0,
    },
    "min_path": {
        "min_path_type": "input pin to output pin",
        "worstHoldPathCells": 2,
        "holdPathEnd": "out[0]",
        "worstHoldStart": "in[0]",
    },
}
## critical path: stages
cell and delay (ns):
clkdlybuf4s50_1 0.45, or4_1 0.55, or3_4 0.42, o41ai_2 0.33, xnor2_1 0.16, clkdlybuf4s50_1 0.48
## power by group through the flow
stage	registers, mW	clock network [mW]	logic [mW]
final	0	0	0.0435
after CTS	0	0	0.0448
after global routing	0	0	0.0491
## worst max path at each step
stage	from	cells after the start	endpoint	slack, ns
4_1_cts	in[4]	6	out[15]	1.98
5_1_grt	in[2]	6	out[8]	1.77
6_report	in[4]	6	out[15]	2.00
## cell usage after synthesis
library cell	number	share of area, %
xnor2_1	9	24
xor2_1	5	13
o41ai_1	1	2.6
or3_1	2	3.8
clkbuf_1	1	1.1
inv_1	3	3.4
or3_4	1	3.4
o41ai_2	1	4.9
or2_2	1	1.9
o31a_2	1	3.0
ha_1	1	3.8
nand2_1	8	9.0
buf_4	1	2.3
o31ai_1	5	11
or4_1	3	6.8
o21ai_0	4	6.0
## through the flow
stage	hold slack (ns)	area, sq um	setup WS (ns)	instances
final	3.769	709.4	2.001	124
after global routing	3.810	709.4	1.772	124
after CTS	3.783	709.4	1.980	124
after detailed placement	3.773	709.4	1.980	124
after global placement	3.777	709.4	2.000	124
after floorplan	2.949	332.8	3.033	47
## area by class of cell
type	instances	area (sq um)
fill	398	2706
inverter	3	11.26
multi-input combinational	42	310.3
timing repair buffer	33	330.3
tap	46	57.56
## kinds of logic after synthesis
kind of cell	synth area share, %
xor+xnor	36.84
buf+inv	6.766
simple gates	24.81
fa+ha+maj	3.759
compound gates	27.82
## layer usage
layer  share of wire (%)  vias up  GRT usage [%]
met5                   0        -              0
met4                   0        0              0
met3                  14        0          2.386
met2                  46       17          7.865
met1                  40      185          5.208
li1                    -      233              -
Power and IR drop assume default switching activity.
