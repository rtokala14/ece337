### ./run.sh
#!/bin/bash
# OpenROAD 26Q1-2900-gdf79404cd8, Yosys 0.63+post, stock flow scripts
make -C /OpenROAD-flow-scripts/flow DESIGN_CONFIG=/design/flow/config.mk WORK_HOME=/design/flow/orfs finish
### ./config.mk
export PLATFORM = sky130hd
export DESIGN_NAME = timer
export DESIGN_NICKNAME = timer
export VERILOG_FILES = /design/flow/design.v
export SDC_FILE = /design/flow/constraint.sdc
export NUM_CORES = 4
export LEC_CHECK = 1
export CORE_AREA = 10 10 83 83
export DIE_AREA = 0 0 93 93
### ./constraint.sdc
current_design timer

set clk_period 1.7
set clk_io_pct 0.2

create_clock -name clk0 -period $clk_period [get_ports {clk}]

set non_clock_inputs [all_inputs -no_clocks]
set_input_delay [expr $clk_period * $clk_io_pct] -clock clk0 $non_clock_inputs
set_output_delay [expr $clk_period * $clk_io_pct] -clock clk0 [all_outputs]
### ./design.v
module flex_counter
#(
	NUM_CNT_BITS = 4)
(
	input wire clk, n_rst, clear, count_enable,
	input wire [NUM_CNT_BITS-1:0] rollover_val,
	output reg [NUM_CNT_BITS-1:0] count_out,
	output reg rollover_flag
);
	reg [NUM_CNT_BITS-1:0] count_next;
	reg next_rollflag;	
	always_ff @ (posedge clk, negedge n_rst)
	begin 
		if (!n_rst) begin
			count_out <= '0;
			rollover_flag <= '0;	 
		end
		else begin
			count_out <= count_next;
			rollover_flag <= next_rollflag;  
		end
	end
always_comb
begin
   if(clear == 1) begin
	count_next = 0;
	next_rollflag = 0;
	end
   else begin
	if(count_enable == 0)begin
		count_next = count_out;
		next_rollflag = rollover_flag;
	end
	else begin
		count_next = count_out + 1;
		next_rollflag = 0;
		if(count_out == rollover_val) begin
		count_next = 1;
		end
		if(count_out == rollover_val - 1) begin
		next_rollflag = 1;
		end
	end
   end
end	  
endmodule 
`timescale 1ns / 10ps
module timer(
	     input  clk,
	     input  n_rst,
	     input  enable_timer,
	     output shift_strobe,
	     output packet_done);
   reg 		    local_enable1;
   reg 		    local_enable2;
   always_ff @(posedge clk, negedge n_rst) begin
      if(n_rst == 0) begin
	 local_enable1 <= 0;
	 local_enable2 <= 0;
      end
      else begin
	 local_enable1 <= enable_timer;
	 local_enable2 <= local_enable1;
      end
   end  
   flex_counter #(4) count_10 (.clk(clk), .n_rst(n_rst), .clear(packet_done), .count_enable(local_enable2), .rollover_val(4'b1010), .count_out(), .rollover_flag(shift_strobe));
   flex_counter #(4) count_9 (.clk(clk), .n_rst(n_rst), .clear(packet_done), .count_enable(shift_strobe), .rollover_val(4'b1001), .count_out(), .rollover_flag(packet_done));
endmodule 
==> qor.csv <==
stage,metric,value,unit
timing,final slew viol count,0,
synthesis,"Seq share, synth",0.569,
pwr,static leakage power,0.271,nW
routing,DRT antenna net count,0,
synthesis,top cells by area,"dfrtp_1 57%, a21oi_1 4.7%, nor2b_1 4.7%, nor2_1 4.3%, xor2_1 3.3%",
timing,maximum clock frequency,652,MHz
cts,CTS tree,built,
routing,iteration-0 DRC count of the detailed router,20,
min_path,Hold Path Class,register to register,
cts,Clock Latency Late Sink,0.23,ns
pwr,VDD IR max,0.508,mV
synthesis,Yosys Chip Area,528,sq um
placement,RePlAce Congestion,0.681,
job,Max Cap Viol,0,
timing,Final Hold Fails,0,
floorplan,die width,93,um
routing,drc violations,0,
synthesis,ys async rst share,1.00,
floorplan,Die Ht,93,um
cts,H-tree depth,1,
routing,DR vias,371,
synthesis,count of library flops with an enable pin,0,
pwr,Pwr Density,1370,nW/um^2
routing,drt first pass iters,4,
synthesis,Yosys Instances,51,
grt,GRT Total Usage,0.0202,
placement,hpwl dp,614,um
cts,hold buffers post-CTS,0,
placement,Placed Area,659,sq um
placement,Post-Place Setup Slack,0.430,ns
grt,largest net degree at the start of global routing,13,
routing,via/cell ratio,2.90,
finish,share of layout cells above drive strength 1,0.121,
cts,CTS sink cnt,12,
cts,clock root buffer,clkbuf_8,
synthesis,synth cell count leaders,"12 x dfrtp_1, 6 x nor2_1, 5 x a21oi_1",
synthesis,Synth cell types,22,
timing,post-layout min period,1.53,ns
synthesis,ys flops,12,
timing,skew final,0.00346,ns
worst_setup_path,Crit-path slowest cell,clkdlybuf4s50_1,
cts,total CTS buffers,3,
worst_setup_path,critical path endpoint category,output pin,
timing,Final Setup Violations,0,
timing,PnR worst setup slack,0.167,ns
routing,WL/cell,7.26,um
synthesis,most common flop cell mapped by yosys,dfrtp_1,
worst_setup_path,Startpoint Class,register,
timing,slew margin rel.,0.642,
grt,first-pass GRT wire length,1490,um
finish,post-route cell area,701,sq um
finish,final non-filler cell total,128,
worst_setup_path,Top Family by Delay on Critical Path,buffers and inverters,
finish,area delta synth->final,32.7,%
worst_setup_path,Worst Path Required,1.36,ns
timing,Slew @ Worst Pin,0.535,ns
synthesis,"count leader, synth",dfrtp_1,
cts,Post-CTS Setup Inserts,0,
timing,RSZ-0062 raised after global routing,false,
floorplan,FP Util,0.103,
worst_setup_path,Max stage delay on crit path,0.51,ns
floorplan,Placeable Area,5140,sq um
synthesis,"area leader, netlist",dfrtp_1,
floorplan,Rows,26,
floorplan,I/O pins,5,
grt,vias in the first global route,334,
worst_setup_path,WP data arrival,1.19,ns
routing,final wirelength,929,um
cts,Worst-path clk slew,0.05,ns
synthesis,"area share, top type",0.569,
routing,antenna cell count,0,
worst_setup_path,critical-path maximum fanout,7,
run_status,status,completed,
worst_setup_path,crit path cell chain,clkdlybuf4s50_1,
grt,Congestion Overflow GR,0,
placement,Port Buffers,4,
timing,final setup TNS,0,ns
placement,placed cells,125,
job,Log Warnings,25,
worst_setup_path,CP Buf/Inv Count,1,
finish,filler cell count,605,
synthesis,"Avg Cell Area, Syn",10.4,sq um
cts,# resized after CTS,0,
synthesis,synthesized area,528,sq um
timing,fin crit share,0.902,
synthesis,Syn Inst Count,51,
worst_setup_path,critical path type,register to output pin,
grt,initial antenna violation count,0,
cts,Bufs on Longest Clock Path,2,
synthesis,Yosys warning count,2,
floorplan,Die Size,8650,sq um
-- per-layer routing --
layer / wire (um) / GRT usage / vias up
met5: 0 / 0 / -
met4: 9 / 0.00771 / 0
met1: 508 / 0.0325 / 171
met2: 380 / 0.0234 / 6
li1: - / - / 192
met3: 30 / 0.00646 / 2
-- metrics by stage --
step / hold WS (ns) / power, mW / util
floorplan: 0.0444 / 0.650 / -
global placement: 0.336 / 0.717 / 0.128
detailed placement: 0.339 / 0.715 / 0.128
CTS: 0.351 / 0.973 / 0.136
global route: 0.354 / 1.04 / 0.136
finish: 0.347 / 0.962 / 0.136
-- cell families (layout without fill, tap and decap cells) --
group / count (synthesis) / in the layout / synth area share
AND/OR/NAND/NOR: 23 / 23 / 0.251
flip-flops: 12 / 12 / 0.569
AND-OR/OR-AND: 11 / 11 / 0.116
XOR/XNOR: 3 / 3 / 0.0498
buffers and inverters: 2 / 9 / 0.0142
-- final cells by class --
class                   instances  area [sq um]  area share
flip-flops and latches         12           300       0.429
clock buffers                   3          41.3      0.0589
inverters                       1          3.75     0.00536
well taps                      70          87.6       0.125
multi-input cells              37           220       0.314
repair buffers                  5          47.5      0.0679
-- cells in the final DEF (no fill, tap or decap), types with 2 or more instances in the layout --
cell / count
dfrtp_1: 12
nor2_1: 6
a21oi_1: 5
nor2b_1: 4
clkdlybuf4s50_1: 4
o21ai_0: 3
clkbuf_8: 3
nor3_1: 2
nand3_1: 2
xor2_1: 2
nand2_1: 2
-- report_power, final --
part / leakage [nW] / internal, mW / switching, mW
clock: 0.0216 / 0.155 / 0.0926
sequential: 0.149 / 0.379 / 0.114
combinational: 0.100 / 0.125 / 0.0956
total: 0.271 / 0.659 / 0.302
-- state kept, by name (all words and copies together) (netlist names) --
register and cells:
local_enable2 1, count_10.count_out 4, count_10.rollover_flag 1, count_9.rollover_flag 1, count_9.count_out 4, local_enable1 1
-- worst paths after layout --
kind,startpoint,end,slack (ns),cells past startpoint
max,count_10.rollover_flag,shift_strobe,0.17,1
min,local_enable1,local_enable2,0.35,0
max reg2reg,count_9.count_out[3],count_9.count_out[1],0.61,3
min reg2reg,local_enable1,local_enable2,0.35,0
max in group asynchronous,n_rst,count_10.count_out[3],0.88,1
min in group asynchronous,n_rst,count_9.count_out[2],0.46,1
Power and IR drop assume default switching activity.
