$ cat config.mk
export PLATFORM = sky130hd
export DESIGN_NAME = controller
export DESIGN_NICKNAME = controller
export VERILOG_FILES = /design/flow/design.v
export SDC_FILE = /design/flow/constraint.sdc
export NUM_CORES = 4
export LEC_CHECK = 1
export CORE_AREA = 10 10 76 76
export DIE_AREA = 0 0 86 86
$ cat constraint.sdc
current_design controller

set clk_period 3.4
set clk_io_pct 0.2

create_clock -name clk0 -period $clk_period [get_ports {clk}]

set non_clock_inputs [all_inputs -no_clocks]
set_input_delay [expr $clk_period * $clk_io_pct] -clock clk0 $non_clock_inputs
set_output_delay [expr $clk_period * $clk_io_pct] -clock clk0 [all_outputs]
$ cat design.v
module controller
(
	input wire 	 clk,
	input wire 	 n_rst,
	input wire 	 dr,
	input wire 	 lc,
	input wire 	 overflow,
	output reg 	 cnt_up,
	output reg 	 clear,
	output reg [2:0] op,
	output reg [3:0] src1, 
	output reg [3:0] src2,
	output reg [3:0] dest,
	output reg 	 err,
	output wire 	 modwait);
	reg MODWAIT;
	reg next_MODWAIT;
	assign modwait = MODWAIT;
	typedef enum bit [4:0] {IDLE, LOAD_COEFF0, LOADED0, LOAD_COEFF1, LOADED1,LOAD_COEFF2, LOADED2, LOAD_COEFF3,
				STORE, ZERO, SORT1, SORT2, SORT3, SORT4, MUL1, MUL2, MUL3, MUL4, ADD1, ADD2, SUB1, SUB2, EIDLE}stateType;
	stateType state;
	stateType next_state;
always_ff @(posedge clk, negedge n_rst) begin
	if(n_rst == 0) begin
		state <= IDLE;
		MODWAIT <= 0;
	end
	else begin
		state <= next_state;
		MODWAIT <= next_MODWAIT;
	end
end
always_comb begin
	next_state = IDLE;
	next_MODWAIT = 1;
	case(state)
		IDLE: begin
			if (lc == 1) begin
				next_state = LOAD_COEFF0;
			end
			else if(dr == 1) begin
				next_state = STORE;
			end
			else begin
				next_state = IDLE;
				next_MODWAIT = 0;
			end
		end
		LOAD_COEFF0: begin
			next_state = LOADED0;
			next_MODWAIT = 0;
		end
		LOADED0: begin
			if (lc == 1) begin
				next_state = LOAD_COEFF1;
			end
			else begin
				next_state = LOADED0;
				next_MODWAIT = 0;
			end
		end
		LOAD_COEFF1: begin
			next_state = LOADED1;
			next_MODWAIT = 0;
		end
		LOADED1: begin
			if (lc == 1) begin
				next_state = LOAD_COEFF2;
			end
			else begin
				next_state = LOADED1;
				next_MODWAIT = 0;
			end
		end
		LOAD_COEFF2: begin
			next_state = LOADED2;
			next_MODWAIT = 0;
		end
		LOADED2: begin
			if (lc == 1) begin
				next_state = LOAD_COEFF3;
			end
			else begin
				next_state = LOADED2;
				next_MODWAIT = 0;
			end
		end
		LOAD_COEFF3: begin
			next_state = IDLE;
			next_MODWAIT = 0;
		end
		STORE: begin
			if (dr == 1) begin
				next_state = ZERO;
			end
			else begin
				next_state = EIDLE;
				next_MODWAIT = 0;
			end
		end
		ZERO: begin
				next_state = SORT1;
			end
			SORT1: begin
				next_state = SORT2;
			end
			SORT2: begin
				next_state = SORT3;
			end
			SORT3: begin 
				next_state = SORT4;
			end
			SORT4: begin 
				next_state = MUL1;
			end
			MUL1: begin
				next_state = ADD1;
			end
			ADD1: begin
				next_state = MUL2;
				if (overflow == 1) begin
					next_state = EIDLE;
					next_MODWAIT = 0;
				end
			end
			MUL2: begin 
				next_state = SUB1;
			end
			SUB1: begin
				next_state = MUL3;
				if (overflow == 1) begin
					next_state = EIDLE;
					next_MODWAIT = 0;
				end
			end
			MUL3: begin
				next_state = ADD2;
			end
			ADD2: begin
				next_state = MUL4;
				if (overflow == 1) begin
					next_state = EIDLE;
					next_MODWAIT = 0;
				end
			end
			MUL4: begin
				next_state = SUB2;
			end
			SUB2: begin
				if (overflow == 1) begin
					next_state = EIDLE;
					next_MODWAIT = 0;
				end
				else begin
					next_state = IDLE;
					next_MODWAIT = 0;
				end	
			end
			EIDLE: begin
				if (dr == 1)
					next_state = STORE;
				else if (lc == 1)
					next_state = LOAD_COEFF1;
				else begin
					next_state = EIDLE;
					next_MODWAIT = 0;
				end
			end
		endcase
	end
always_comb begin
   cnt_up = 0;
   err = 0;
   clear = 0;
   dest = 4'b0000;
   src1 = 4'b0000;
   src2 = 4'b0000;
   op = 3'b000;
   case(state) 
      IDLE: begin
	 cnt_up = 0;
	 err = 0;
	 dest = 4'b0000;
	 src1 = 4'b0000;
	 src2 = 4'b0000;
	 op = 3'b000;
      end
     LOAD_COEFF0: begin
	 cnt_up = 0;
	 err = 0;
	 clear = 1;	
	 dest = 4'b0110;
	 src1 = 4'b0000;
	 src2 = 4'b0000;
	 op = 3'b011;
     end
     LOADED0: begin
	 cnt_up = 0;
	err = 0;
	 dest = 4'b0000;
	 src1 = 4'b0000;
	 src2 = 4'b0000;
	 op = 3'b000;
     end
     LOAD_COEFF1: begin
         cnt_up = 0;
	 err = 0;
	 clear = 0;
	 dest = 4'b0111;
	 src1 = 4'b0000;
	 src2 = 4'b0000;
	 op = 3'b011;
     end
     LOADED1: begin
	 cnt_up = 0;
	 err = 0;
	clear = 0;
	 dest = 4'b0000;
	 src1 = 4'b0000;
	 src2 = 4'b0000;
	 op = 3'b000;
     end
     LOAD_COEFF2: begin
         cnt_up = 0;
	 err = 0;
	clear = 0;
	 dest = 4'b1000;
	 src1 = 4'b0000;
	 src2 = 4'b0000;
	 op = 3'b011;
     end
     LOADED2: begin
	 cnt_up = 0;
	 err = 0;
	clear = 0;
	 dest = 4'b0000;
	 src1 = 4'b0000;
	 src2 = 4'b0000;
	 op = 3'b000;
     end
     LOAD_COEFF3: begin
         cnt_up = 0;
	 err = 0;
	 clear = 0 ;
	 dest = 4'b1001;
	 src1 = 4'b0000;
	 src2 = 4'b0000;
	 op = 3'b011;
     end 
     STORE: begin
	cnt_up = 0;
	clear = 0;
	dest = 4'b0101;
	src1 = 4'b0000;
	src2 = 4'b0000;
	op = 3'b010;
     end
     ZERO: begin
	cnt_up = 1;
	clear = 0;
	err = 0;
	dest = 4'b0000;
	src1 = 4'b0000;
	src2 = 4'b0000;
	op = 3'b101;
     end
     SORT1: begin
	cnt_up = 0;
	clear = 0;
	dest = 4'b0001;
	src1 = 4'b0010;
	src2 = 4'b0000;
	op = 3'b001;
     end
    SORT2: begin
	cnt_up = 0;
	clear = 0;
	dest = 4'b0010;
	src1 = 4'b0011;
	src2 = 4'b0000;
	op = 3'b001;
     end
    SORT3: begin
	cnt_up = 0;
	clear = 0;
	dest = 4'b0011;
	src1 = 4'b0100;
	src2 = 4'b0000;
	op = 3'b001;
    end
    SORT4: begin
	cnt_up = 0;
	clear = 0;
	dest = 4'b0100;
	src1 = 4'b0101;
	src2 = 4'b0000;
	op = 3'b001;
    end
    MUL1:begin
       cnt_up = 0;
       clear = 0;
       err = 0;
       dest = 4'b1010;
       src1 = 4'b0001;
       src2 = 4'b0110;
       op = 3'b110;
    end
    ADD1:begin
       cnt_up = 0;
       clear = 0;
       err = 0;
       dest = 4'b0000;
       src1 = 4'b0000;
       src2 = 4'b1010;
       op = 3'b100;
    end
    MUL2:begin
       cnt_up = 0;
       clear = 0;
       err = 0;
       dest = 4'b1010;
       src1 = 4'b0010;
       src2 = 4'b0111;
       op = 3'b110;
    end
    SUB1:begin
       cnt_up = 0;
       clear = 0;
       err = 0;
       dest = 4'b0000;
       src1 = 4'b0000;
       src2 = 4'b1010;
       op = 3'b101;
    end
    MUL3:begin
       cnt_up = 0;
       clear = 0;
       err = 0;
       dest = 4'b1010;
       src1 = 4'b0011;
       src2 = 4'b1000;
       op = 3'b110;
    end
    ADD2:begin
       cnt_up = 0;
       clear = 0;
       err = 0;
       dest = 4'b0000;
       src1 = 4'b0000;
       src2 = 4'b1010;
       op = 3'b100;
    end
    MUL4:begin
       cnt_up = 0;
       clear = 0;
       err = 0;
       dest = 4'b1010;
       src1 = 4'b0100;
       src2 = 4'b1001;
       op = 3'b110;
    end
    SUB2:begin
       cnt_up = 0;
       clear = 0;
       err = 0;
       dest = 4'b0000;
       src1 = 4'b0000;
       src2 = 4'b1010;
       op = 3'b101;
    end
    EIDLE: begin
	 cnt_up = 0;
	 err = 1;
         clear = 0;
	 dest = 4'b0000;
	 src1 = 4'b0000;
	 src2 = 4'b0000;
	 op = 3'b000;
    end
   endcase  
end  
endmodule  
$ cat run.sh
#!/bin/bash
# OpenROAD 26Q1-2900-gdf79404cd8, Yosys 0.63+post, stock flow scripts
make -C /OpenROAD-flow-scripts/flow DESIGN_CONFIG=/design/flow/config.mk WORK_HOME=/design/flow/orfs finish
==> job_summary.md <==
## PnR job results

| Metric | Value |
|---|---|
| ANT cells | 0 |
| Worst hold path class | input pin to asynchronous set/reset pin |
| Pwr/cell area | 914.0 nW/µm² |
| Slowest stage delay, CP | 0.49 ns |
| Vias in the first global route | 1,055 |
| Worst EP arrival | 2.40 ns |
| Critical path launch point | state[1] |
| Logic area | 695.7 µm² |
| DPL Wire Length | 2.184 mm |
| Fin crit share | 90.64% |
| Top-area cell share | 15.87% |
| Floorplan row count | 23 |
| Clock Tree Buf Depth | 2 |
| Final Core Density | 29.71% |
| Most frequent CP cell | nand2b_1 |
| Clock Root Buffer | clkbuf_8 |
| CTS Hold Buffers Added | 0 |
| Synth Seq Share | 15.87% |
| DP Area | 1181 µm² |
| MaxCap Viol Count | 0 |
| Wire length on met3 | 290 µm |
| Reg area | 150.1 µm² |
| Cts repair resizes | 0 |
| Ys Warns | 1 |
| Crit end category | primary output |
| Post-synthesis cell count | 137 |
| Syn avg cell area | 6.904 µm² |
| Setup CP Type | flop to primary output |
| Layout Cells excl Fill | 203 |
| Final setup TNS | 0 ns |
| CP Cell Sequence | inv_1, ha_1, nand2b_1, nand2b_1, a21oi_1, o21ai_0, clkdlybuf4s50_1 |
| Gr ovfl total | 0 |
| I/O pins | 24 |
| # Post-CTS Setup Buffers | 0 |
| Detailed Route Iter0 Violations | 173 |
| Yosys Instances | 137 |
| DRC viols | 0 |
| Layout fillers | 444 |
| Hold slack | 0.7217 ns |
| DR vias/cell | 5.360 |
| DIE AREA | 7396 µm² |
| Reg-to-Reg Start | state[0] |
| Via count | 1,088 |
| Crit-path max FO | 14 |
| Maximum number of pins on one net before global-route repair | 22 |
| Cell area leaders | dfrtp_1 16%, ha_1 9.3%, o21ai_0 7.4% |
| Critical Path RT | 2.72 ns |
| Leakage | 0.4672 nW |
| Final hold vios | 0 |
| First-pass GRT wire length | 5.147 mm |
| Drt wl/cell | 14.74 µm |
| Total CTS buffers | 3 |
| FP Util | 22.99% |
| Post-layout min period | 3.082 ns |
| Unrepaired setup endpoints after global routing | false |
| Most instantiated logic cells after routing | 22 x clkdlybuf4s50_1, 16 x nand2_1, 14 x nor2_1, 14 x o21ai_0, 8 x o211ai_1 |
| ANT nets after route | 0 |
| Die Y | 86 µm |
| Outcome | finished, final reports clean |
| Post-Syn Area | 945.9 µm² |
| CTS tree | yes |
| DRT Pass-1 Iters | 4 |
| Max Slew Vio Count | 0 |
| Chip width | 86 µm |
| Clock Skews | 0.003276 ns |
| Slew @ Worst Pin | 0.5303 ns |
| CP Launch Type | flop |
| Setup violations, final | 0 |
| Core area | 4115 µm² |
| Fin area | 1222 µm² |
| Initial antenna violation count | 0 |
| WL met2 | 1.393 mm |
| Yosys chip area | 945.9 µm² |
| Slew HR | 64.65% |
| Drt total wl | 2.993 mm |
| Synth Register Bits | 6 |
| Total GRT Usage | 8.021% |
| Max Freq | 0.3245 GHz |
| Warning total across the stage logs | 30 |
| Placed cells | 200 |
| Final GP Congestion | 0.9195 |
| Port bufs | 22 |
| Highest metal used | met4 |
| Met1 WL | 1.251 mm |
| CTS sink count | 6 |
| Synthesis-to-layout area growth | 29.23% |
| Clk latency late pin | 0.22 ns |
| Max VDD drop | 0.1919 mV |
| Most numerous logic cell after layout | clkdlybuf4s50_1 |
| CP max stage cell | ha_1 |
| Synth area leader | dfrtp_1 |
| H-tree lvl count | 1 |
| Layout cells sized above 1 | 5.882% |
| Cell Type Count | 35 |
| Worst-path clk slew | 0.04 ns |
[flip-flops by register name (all words and copies together) (netlist names)]
| name | count |
|---|---|
| state | 5 |
| MODWAIT | 1 |
[synth_stat cells]
cell type,number
o311ai_1,1
a31oi_1,1
and4b_1,1
o221ai_1,2
or2_1,1
nand3_1,2
a22oi_1,7
o21bai_1,3
and2_1,1
ha_1,7
o211ai_1,8
o21ai_0,14
mux2i_1,1
nor2_1,14
o21ai_1,1
buf_2,8
dfrtp_1,6
a32oi_1,1
or2_2,1
nand2_1,16
nand2b_1,5
nor2b_1,4
o22ai_1,2
o2111ai_1,1
and3_1,1
a21boi_0,1
inv_1,4
a211o_1,1
nor3_1,2
a21oi_1,6
buf_4,6
a21o_1,3
nand4_1,1
a211oi_1,3
conb_1,1
[through the flow]
| step | power, mW | setup WS, ns |
|---|---|---|
| 6_report | 1.117 | 0.3181 |
| 3_3_place_gp | 1.021 | 0.6539 |
| 5_1_grt | 1.233 | 0.1603 |
| 3_5_place_dp | 1.004 | 0.5806 |
| 2_1_floorplan | 0.7057 | 1.399 |
| 4_1_cts | 1.120 | 0.3332 |
[kinds of logic (layout without fill, tap and decap cells)]
group,Yosys count,count (layout),share of synthesized area (%)
DFF,6,6,15.87
AOI/OAI and AO/OA,55,55,38.49
other,1,1,0.3964
buffers and inverters,18,34,10.58
adders and majority gates,7,7,9.259
and+or+nand+nor,49,49,24.34
muxes,1,1,1.058
[area by class of cell]
| cell class | instances | area share (%) |
|---|---|---|
| multi-input cells | 113 | 56.91 |
| repair buffers | 27 | 21.08 |
| flip-flops and latches | 6 | 12.28 |
| well taps | 50 | 5.118 |
| clock buffers | 3 | 3.378 |
| inverters | 4 | 1.228 |
[layer usage]
metal / up-vias / global-route usage (%)
li1: 530 / -
met1: 491 / 10.80
met2: 63 / 13.66
met3: 4 / 0.8580
met4: 0 / 1.198
met5: - / 0
[where the power goes]
group | leakage (nW) | switching (mW) | internal [mW]
Sequential | 0.0748 | 0.0654 | 0.107
Combinational | 0.371 | 0.425 | 0.411
Clock | 0.0216 | 0.0320 | 0.0762
Total | 0.467 | 0.523 | 0.595
[final timing paths]
check / end / slack, ns / depth (start not counted)
min in group clk0: state[0] / 0.86 / 1
max reg2reg: state[2] / 1.48 / 6
max in group asynchronous: MODWAIT / 2.43 / 1
min reg2reg: state[0] / 0.86 / 1
min: state[4] / 0.72 / 1
max: op[1] / 0.32 / 7
[worst max-delay path: cells and delay by family (launching register included)]
family	cells	cell delay [ns]
compound gates	2	0.23
buf+inv	2	0.68
fa+ha+maj	1	0.49
flops	1	0.45
simple gates	2	0.34
Power is estimated from default activity; no workload was simulated.
